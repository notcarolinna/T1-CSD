[run.sh]
#!/bin/bash
# OpenROAD 26Q1-2900-gdf79404cd8, Yosys 0.63+post, stock flow scripts
make -C /OpenROAD-flow-scripts/flow DESIGN_CONFIG=/design/flow/config.mk WORK_HOME=/design/flow/orfs finish
[config.mk]
export PLATFORM = sky130hd
export DESIGN_NAME = relogio
export DESIGN_NICKNAME = relogio
export VERILOG_FILES = /design/flow/design.v
export SDC_FILE = /design/flow/constraint.sdc
export NUM_CORES = 4
export LEC_CHECK = 1
export CORE_UTILIZATION = 30
[constraint.sdc]
current_design relogio

set clk_period 7.0
set clk_io_pct 0.2

create_clock -name clk0 -period $clk_period [get_ports {clock}]

set non_clock_inputs [all_inputs -no_clocks]
set_input_delay [expr $clk_period * $clk_io_pct] -clock clk0 $non_clock_inputs
set_output_delay [expr $clk_period * $clk_io_pct] -clock clk0 [all_outputs]
[design.v]
module dspl_drv_NexysA7 
#(parameter HALF_MS_COUNT = 50000)
(
  input clock, reset,
  input [5:0] d1, d2, d3, d4, d5, d6, d7, d8,
  output reg [7:0] an, dec_cat
);
  reg ck_1KHz;
  reg [2:0] dig_selection;
  reg [4:0] selected_dig;
  reg [31:0] count_50K;
  always @(posedge clock or posedge reset)
  begin
    if (reset == 1'b1) begin
      ck_1KHz   <= 1'b0;
      count_50K <= 32'd0;
    end
    else begin
      if (count_50K == HALF_MS_COUNT-1) begin
        ck_1KHz   <= ~ck_1KHz;
        count_50K <= 32'd0;
      end
      else begin
        count_50K <= count_50K + 1;
      end
    end
  end
  always @(posedge ck_1KHz or posedge reset)
  begin
    if (reset == 1'b1) begin
      dig_selection <= 3'd0;
      selected_dig  <= 5'd0;
      an            <= 8'b11111111;  
    end
    else begin
      if (dig_selection == 3'b111) begin
        dig_selection <= 3'd0;
      end
      else begin
        dig_selection <= dig_selection + 1;
      end
      case (dig_selection)
        3'd0 : begin
          selected_dig <= d1[4:0];
          an <= {7'b1111111, ~d1[5]};
        end
        3'd1 : begin
          selected_dig <= d2[4:0];
          an <= {6'b111111, ~d2[5], 1'b1};
        end
        3'd2 : begin
          selected_dig <= d3[4:0];
          an <= {5'b11111, ~d3[5], 2'b11};
        end
        3'd3 : begin
          selected_dig <= d4[4:0];
          an <= {4'b1111, ~d4[5], 3'b111};
        end
        3'd4 : begin
          selected_dig <= d5[4:0];
          an <= {3'b111, ~d5[5], 4'b1111};
        end
        3'd5 : begin
          selected_dig <= d6[4:0];
          an <= {2'b11, ~d6[5], 5'b11111};
        end
        3'd6 : begin
          selected_dig <= d7[4:0];
          an <= {1'b1, ~d7[5], 6'b111111};
        end
        default : begin
          selected_dig <= d8[4:0];
          an <= {~d8[5], 7'b1111111};
        end
      endcase
    end
  end
  always @*
  begin
    case (selected_dig[4:1])
      4'h0 : dec_cat[7:1] = 7'b0000001;
      4'h1 : dec_cat[7:1] = 7'b1001111;
      4'h2 : dec_cat[7:1] = 7'b0010010;
      4'h3 : dec_cat[7:1] = 7'b0000110;
      4'h4 : dec_cat[7:1] = 7'b1001100;
      4'h5 : dec_cat[7:1] = 7'b0100100;
      4'h6 : dec_cat[7:1] = 7'b0100000;
      4'h7 : dec_cat[7:1] = 7'b0001111;
      4'h8 : dec_cat[7:1] = 7'b0000000;
      4'h9 : dec_cat[7:1] = 7'b0000100;
      4'hA : dec_cat[7:1] = 7'b0001000;
      4'hB : dec_cat[7:1] = 7'b1100000;
      4'hC : dec_cat[7:1] = 7'b0110001;
      4'hD : dec_cat[7:1] = 7'b1000010;
      4'hE : dec_cat[7:1] = 7'b0110000;
      default : dec_cat[7:1] = 7'b0111000;
    endcase
    dec_cat[0] = ~selected_dig[0];
  end
endmodule
module edge_detector
(
  input clock, reset, din,
  output reg rising
);
  reg [16:0] contador;
  reg [1:0] EA;
  always @(posedge clock or posedge reset)
  begin
    if (reset == 1'b1) begin
	  EA <= 2'd0;
      rising <= 1'b0;
	  contador <= 17'd0;
    end
    else begin
      case (EA)
        2'd0 : begin
          if (din == 1'b1) begin
            contador <= 17'd0;
			EA <= 2'd1;
			rising <= 1'b1;
          end
        end
        2'd1 : begin
	      EA <= 2'd2;
	      rising <= 1'b0;
        end	
        default : begin
          if (din == 1'b0 && contador > 130000) begin  
            EA <= 2'd0;
		  end
		  else begin
		    contador <= contador + 1;
          end
        end
      endcase
    end
  end
endmodule
module relogio
#(parameter HALF_MS_COUNT = 50_000_000)
(
        input clock,
        input reset,
        input soma,
        input subtracao,
        input cont,
        input start,
        output [7:0]an,
        output [7:0]dec_cat
    );
    reg [1:0]EA;  
    reg [2:0]cont_a;  
    reg [6:0] r_hora,r_min,r_sec;  
    wire soma_ed, subtracao_ed,cont_ed,luz_h,luz_m,luz_s;
    wire [7:0] an_s, dec_cat_timer;
    reg clock500ms;
    reg [31:0] count;
    wire [3:0] uni_hora, dez_hora, uni_min, dez_min, uni_seg, dez_seg;
    wire [6:0] hora, min, sec;
     always @(posedge clock or posedge reset)
  begin
    if (reset == 1'b1) 
    begin
      clock500ms <= 1'b0;
      count <= 32'd0;
    end
    else 
    begin
            if (count == (HALF_MS_COUNT/2)-1 || cont_ed == 1'b1) 
      begin
        clock500ms <= ~clock500ms;
        count <= 32'd0;
      end
      else 
      begin
        count <= count + 32'd1;
      end
    end
  end
    assign luz_h = (clock500ms == 1'b0 && EA == 2'd1) ? 1'b0 :
                    1'b1;
    assign luz_m = (clock500ms == 1'b0 && EA == 2'd2) ? 1'b0 :
                    1'b1;
    assign luz_s = (clock500ms == 1'b0 && EA == 2'd3) ? 1'b0 :
                    1'b1;
    assign dec_cat = dec_cat_timer;
    timer timepp (.clock(clock), .reset(reset), .hora(r_hora), .min(r_min), .sec(r_sec), .an(an_s), .dec_cat(dec_cat_timer), .cont(cont_a), .hora_left(hora), .min_left(min), .sec_left(sec)); 
    edge_detector menosf (.clock(clock), .reset(reset), .din(subtracao), .rising(subtracao_ed));
    edge_detector maisf (.clock(clock), .reset(reset), .din(soma), .rising(soma_ed));
    edge_detector contf (.clock(clock), .reset(reset), .din(cont), .rising(cont_ed));
    always@(posedge reset or posedge clock)begin   
    if(reset == 1 )begin
        EA <= 2'd0;
    end 
    else begin
    case(EA)
      2'd0:  
        begin
          if(cont_a == 1)begin 
            EA <= 2'd1;
          end
        end
      2'd1:  
        begin
          if(cont_a == 2)begin 
            EA <= 2'd2; 
          end
        end
      2'd2:  
        begin
          if(cont_a == 3)begin 
            EA <= 2'd3; 
          end
        end
      2'd3:  
      begin
          if(cont_a == 4)begin 
            EA <= 2'd0;
          end 
       end
       default: begin
            EA <= 2'd0; 
       end 
    endcase
    end
    end
always @(posedge clock or posedge reset)
begin
    if(reset == 1'b1)
    begin
        r_hora <= 7'd0;
        r_min <= 7'd0;
        r_sec <= 7'd0;
    end
    else
    begin
         if(EA == 2'd0)
         begin
             r_hora <= hora;
             r_min <= min;
             r_sec <= sec;
         end
        else
        if(EA == 2'd1)
        begin
           if(soma_ed == 1'b1)
           begin
                if(r_hora < 7'd23)
                begin
                     r_hora <= r_hora + 7'd1;
                end
                else
                begin
                     r_hora <= 7'd23;
                end
              end
              else if(subtracao_ed == 1'b1)
              begin
                if(r_hora > 7'd0)
                begin
                     r_hora <= r_hora - 7'd1;
                end
                else
                begin
                     r_hora <= 7'd0;
                end
              end
        end
        else if(EA == 2'd2)
        begin
            if(soma_ed == 1'b1)
           begin
                if(r_min < 7'd59)
                begin
                     r_min <= r_min + 7'd1;
                end
                else
                begin
                     r_min <= 7'd59;
                end
              end
              else if(subtracao_ed == 1'b1)
              begin
                if(r_min > 7'd0)
                begin
                     r_min <= r_min - 7'd1;
                end
                else
                begin
                     r_min <= 7'd0;
                end
              end
        end
        else if(EA == 2'd3)
        begin
            if(soma_ed == 1'b1)
           begin
                if(r_sec < 7'd59)
                begin
                     r_sec <= r_sec + 7'd1;
                end
                else
                begin
                     r_sec <= 7'd59;
                end
              end
              else if(subtracao_ed == 1'b1)
              begin
                if(r_sec > 7'd0)
                begin
                     r_sec <= r_sec - 7'd1;
                end
                else
                begin
                     r_sec <= 7'd0;
                end
              end
        end
    end
end
always @(posedge clock or posedge reset)
begin
    if(reset == 1'b1)
    begin
        cont_a <= 3'd0;
    end
    else
    begin
        if(cont_ed == 1'b1)
        begin
            cont_a <= cont_a + 1;
    end
        if(EA == 2'd0 && cont_a == 3'd4)
        begin
            cont_a <= 3'd0;
        end
    end
end
assign dez_hora = (r_hora/10);
assign uni_hora = (r_hora%10);
assign uni_min = (r_min%10);
assign dez_min = (r_min/10);
assign uni_seg = (r_sec%10);
assign dez_seg = (r_sec/10);
dspl_drv_NexysA7 driver (.reset(reset), .clock(clock), .d1({luz_s,uni_seg[3:0],1'b0}), .d2({luz_s,dez_seg[3:0],1'b0}), .d3({luz_m,uni_min[3:0],1'b0}), .d4({luz_m,dez_min[3:0],1'b0}), .d5({luz_h,uni_hora[3:0],1'b0}), .d6({luz_h,dez_hora[3:0],1'b0}), .d8({1'b1,2'b0, EA[1:0],1'b0}), .d7(6'd0), .an(an), .dec_cat(dec_cat));
endmodule
module timer
  #(parameter HALF_MS_CONT = 50_000_000)
(
  input [2:0] cont,
  input [6:0] min,
  input [6:0] sec,
  input [6:0] hora,
  input reset,
  input clock,
  output [7:0] an,   
  output [7:0] dec_cat,  
  output reg [6:0] hora_left, min_left, sec_left
);
    reg clk_1;
    reg [31:0] cont_50K;
    edge_detector startf (.clock(clock), .reset(reset), .din(start), .rising(start_ed));  
    always @(posedge clock or posedge reset)
    begin
      if (reset == 1'b1) begin  
        clk_1   <= 1'b0;
        cont_50K <= 32'd0;  
      end
      else begin
        if (cont_50K == HALF_MS_CONT-1) begin
          clk_1  <= ~clk_1;  
          cont_50K <= 32'd0;  
       end
      else begin
        cont_50K <= cont_50K + 1'b1;  
      end
    end
end
always @(posedge clk_1 or posedge reset)
begin
  if(reset)begin
    hora_left <= 7'd0;
    min_left <= 7'd0;
    sec_left <= 7'd0;
  end
  else begin
    if(cont != 2'd0)begin
      hora_left <= hora;
      min_left <= min;
      sec_left <= sec;
    end
    else begin
      if(hora_left == 7'd23 && min_left == 7'd59 && sec_left == 7'd59)
      begin
          hora_left <= 7'd0;
          min_left <= 7'd0;
          sec_left <= 7'd0;
      end
      else if (min_left == 7'd59 && sec_left == 7'd59)
      begin
          hora_left <= hora_left + 1'b1;
          min_left <= 7'd0;
          sec_left <= 7'd0;
      end
      else if (sec_left == 7'd59)
      begin
          min_left <= min_left + 1'b1;
          sec_left <= 7'd0;
      end
      else begin
          sec_left <= sec_left + 1'b1;
      end
    end
  end
end
endmodule                                                  
==> out/metrics.sh <==
AREAGROWTHSYNTHTOFINISH_PCT=10.08
HOLD_BUFFERS=0
HOLD_CLASS='reg2reg'
DOMINANT_CELLS_BY_AREA_AFTER_SYNTHESIS='sky130_fd_sc_hd__dfrtp_1, sky130_fd_sc_hd__xor2_1, sky130_fd_sc_hd__nor2_1'
TOTAL_SWITCHING_POWER_uW=489.9
CELLINTERNALPOWER_uW=1602
CLK-INSERTION-DELAY-LATE_NS=0.44
DOMINANTREGCELLSYNTH='sky130_fd_sc_hd__dfrtp_1'
TIMING.FMAX_MHz=285.9
ASYNC_RESET_FF_SHARE_PCT=100.0
FIRST_GLOBAL_VIAS=9703
CLK_PATH_BUF_DEPTH=2
POST-ROUTE-DRC-COUNT=0
CTS-BUFFERS-INSERTED=17
TIMING.CRITICAL_PATH.TO_TYPE='register'
SYNTH.AVG_CELL_AREA_UM2=9.000
GRT_START_MAX_NET_PINS=53
SLEW_HEADROOM_PCT=39.07
NUMBER_OF_BUFFERS_AND_INVERTERS_ON_THE_CRITICAL_PATH=1
LOG.WARNING_COUNT=50
P_LEAK_uW=0.006311
FINISHED_CELL_AREA_MM2=0.01468
INITIAL_CORE_UTIL_PCT=30.69
COUNT_OF_UNCLOCKED_REGISTER_OR_LATCH_PINS=35
YS_AREA_MM2=0.01334
VIASPERCELL=4.943
MAX_CAP_VIOLATIONS=0
CRITPATHKIND='in2reg'
SYNTH_AREA_MM2=0.01334
ANTENNA-DIODE-COUNT=0
SLEW_VIOL_FINAL=0
MULTIPLEXER_SHARE_OF_THE_SYNTHESIZED_AREA_PCT=3.152
WORST_SETUP_HOLD_PATH_CLK_SLEW_NS=0.08
WORST_EP_ARRIVAL_TIME_NS=3.86
DIE_W_UM=212.9
DIE-HEIGHT_UM=212.9
ROUTE.VIAS.TOTAL=10250
UNCONSTRAINED_ENDPOINTS=49
FINAL_HPWL_DP_MM=19.42
SYNTHADDERAREAFRAC_PCT=4.503
POSTCTSSETUPBUFFERS=0
FRACTION_OF_THE_MAPPED_NETLIST_AREA_IN_COMPOUND_GATES_PCT=13.78
CRITICAL_PATH_REQUIRED_NS=7.36
CORE_REGION_AREA_MM2=0.04346
POST_ROUTE_CELLS_DRIVE_ABOVE_1_SHARE_PCT=6.716
GLOBAL_ROUTE_WIRE_LENGTH_BEFORE_REPAIR_MM=47.52
SYNTH.MOST_COMMON_CELL='sky130_fd_sc_hd__dfrtp_1'
DPL_CELL_AREA_MM2=0.01408
POWER.DENSITY_CELL_AREA_mW_PER_MM2=142.5
CLOCK-ROOT-BUFFER='sky130_fd_sc_hd__clkbuf_16'
LAYOUT_MIN_CYCLE_TIME_NS=3.498
SYNTH.YOSYS.NUM_CELLS=1482
WORST_CLOCK_SKEW_NS=0.01210
POST_DRT_WL_PER_CELL_UM=13.13
SYNTH-EDFF-COUNT=0
ROW_COUNT=76
DETAILEDROUTE.FIRSTPASSITERATIONCOUNT=5
YS_SH_XOR_PCT=10.24
CLOCK_TREE_FROM_TRITONCTS='done'
HTREEDEPTH=4
WORSTMARGINPINSLEW_NS=0.8885
DETAILEDROUTE.FIRSTITERATIONVIOLATIONS=646
SYNTH_CELLS=1482
POWER_FRAC_COMB_PCT=1.4
YOSYSWARNINGCOUNT=6
CRITPATHMAXFANOUT=6
PLACE.PORT_BUFFERS=18
SEQ_AREA_FRAC_SYNTH_PCT=41.93
NUMBER_OF_DISTINCT_LIBRARY_CELLS_AFTER_SYNTHESIS=92
TOP_CELL_TYPES_BY_OCCURRENCE_AFTER_SYNTHESIS='sky130_fd_sc_hd__dfrtp_1, sky130_fd_sc_hd__nor2_1, sky130_fd_sc_hd__nand2_1'
HOLD_VIOLATIONS=0
CTS_REPAIR_RESIZE_COUNT=0
CLOCK_POWER_SHARE_PCT=46.7
SWSHARE_PCT=23.42
GP_CONGESTION=0.8883
CRITPATHTOPFAMILY='simple AND/OR/NAND/NOR gates'
FINALWORSTSETUPSLACK_NS=3.502
CRITPATHMAXSTAGEDELAY_NS=0.52
RUN_STATUS='complete, no violations'
VDD.IR_DROP.WORST_uV=143.3
SEQPWRFRAC_PCT=51.9
CP_COMMON_CELL='sky130_fd_sc_hd__nand4_1'
LIBRARY_CELL_OCCUPYING_THE_MOST_AREA_IN_THE_POST_SYNTHESIS_NETLIST='sky130_fd_sc_hd__dfrtp_1'
GRT-OVFL-TOTAL=0
ANTENNA_VIOLATING_NETS_POST_ROUTE=0
SYNTH_FLOP_COUNT=223
WORST_SETUP_PATH_START_KIND='primary input'
FINALCRITPERIODSHARE_PCT=49.97
SYNTH-SIMPLE-AREA-SHARE_PCT=22.16
SETUP_VIOLS_FINAL=0
SYNTH.COMB.LARGEST_FAMILY='simple AND/OR/NAND/NOR gates'
NETLIST.AREA_LEADER.SHARE_PCT=39.96
GRT_ANTENNA_BEFORE_REPAIR=0
TIMING.CRITICAL_PATH.CELLS='clkdlybuf4s50_1 > nor3b_1 > a211oi_2 > nand4_1 > nor3_1 > nand4_1 > or3_1 > a21oi_1'
HIGHEST_DELAY_CELL_ALONG_THE_CRITICAL_PATH='sky130_fd_sc_hd__clkdlybuf4s50_1'
FINALCOREUTILIZATION_PCT=33.79
PLACE_WS_NS=3.079
SETUP_TNS_NS=0
IO_PINS=22
GRT_SETUP_UNREPAIRED='no'
GRT_USE_TOTAL_PCT=12.87
DIE_AREA_MM2=0.04531
ROUTED_WL_MM=27.23
kinds of logic (layout without fill, tap and decap cells):
| group | after synthesis | after routing |
|---|---|---|
| AOI/OAI and AO/OA | 279 | 279 |
| xor gates and xnor gates | 156 | 156 |
| adders and majority gates | 48 | 48 |
| buffers and inverters | 129 | 135 |
| DFF | 223 | 223 |
| muxes | 37 | 37 |
| other | 1 | 2 |
| and+or+nand+nor | 609 | 609 |
flip-flops by register name, summed over array words and instances, names as in the netlist, 2 cells and up:
signal	cells
timepp.min_left	7
menosf.EA	3
driver.an	7
timepp.sec_left	7
timepp.hora_left	7
count	32
driver.dig_selection	3
timepp.cont_50K	32
r_min	7
maisf.contador	17
menosf.contador	17
driver.selected_dig	4
contf.contador	17
maisf.EA	3
contf.EA	3
r_hora	7
cont_a	3
EA	2
driver.count_50K	32
r_sec	7
placed cells by master, fill, tap and decap left out, drive strengths merged, types with 6 or more instances in the layout:
master         synthesis  layout
dfstp                 10      10
mux2i                 31      31
a211oi                10      10
nand3                 82      82
clkbuf                37      18
inv                   70      77
xor2                  86      86
a21oi                 58      58
xnor2                 70      70
nor2                 188     188
dfrtp                213     213
nor2b                  9       9
o22ai                  6       6
ha                    48      48
clkdlybuf4s50          0      18
clkinv                 1       6
o21ai                100     100
o31ai                 12      12
nand2b                13      13
and2                  12      12
nand4                 40      40
or3                   23      23
and3                  21      21
nand2                138     138
a31oi                  7       7
buf                   21      14
and4                   7       7
a22oi                  6       6
or2                    8       8
nor3                  24      24
nor4                  22      22
a21o                  15      15
stage by stage:
step | power [µW] | std cells | hold slack (ns)
3_5_place_dp | 1139 | 2042 | 0.4586
6_report | 2092 | 2074 | 0.4684
5_1_grt | 2176 | 2074 | 0.4938
4_1_cts | 2132 | 2074 | 0.4730
2_1_floorplan | 1127 | 1483 | 0.4429
3_3_place_gp | 1139 | 2042 | 0.4600
power groups by stage:
stage	Sequential [µW]	Clock [µW]	Combinational, µW
4_1_cts	1090	1010	31.8
5_1_grt	1090	1060	35.6
6_report	1090	977	29.2
worst register-to-register path, cell delays in order (launching register included):
cell,delay (ns)
sky130_fd_sc_hd__dfrtp_1,0.40
sky130_fd_sc_hd__inv_1,0.12
sky130_fd_sc_hd__ha_1,0.15
sky130_fd_sc_hd__or3b_2,0.44
sky130_fd_sc_hd__a21oi_1,0.17
sky130_fd_sc_hd__o21bai_1,0.10
sky130_fd_sc_hd__a211oi_2,0.40
sky130_fd_sc_hd__nand4_1,0.17
sky130_fd_sc_hd__nor3_1,0.43
sky130_fd_sc_hd__nand4_1,0.29
sky130_fd_sc_hd__or3_1,0.38
sky130_fd_sc_hd__a21oi_1,0.15
area by class of cell:
type	instances	area (µm²)
fillers	4377	28770
multi-input cells	1131	7204
flip-flops and latches	223	5593
well taps	585	732.0
clock buffers	18	429.2
repair buffers	32	285.3
inverters	71	270.3
clock inverters	14	168.9
final timing paths:
path | startpoint | to | slack (ns) | depth (start not counted)
max | soma | maisf.contador[13]$_DFFE_PP0P_ | 3.50 | 8
min | timepp.cont_50K[31]$_DFF_PP0_ | timepp.cont_50K[31]$_DFF_PP0_ | 0.47 | 1
max reg2reg | maisf.contador[0]$_DFFE_PP0P_ | maisf.contador[13]$_DFFE_PP0P_ | 3.74 | 11
min reg2reg | timepp.cont_50K[31]$_DFF_PP0_ | timepp.cont_50K[31]$_DFF_PP0_ | 0.47 | 1
max in group asynchronous | reset | driver.ck_1KHz$_DFFE_PP0N_ | 4.60 | 3
min in group asynchronous | reset | timepp.cont_50K[23]$_DFF_PP0_ | 1.36 | 2
routing by layer:
layer,wire (µm),global-route usage [%]
met1,13800,20.27
met2,12110,19.52
met3,1034,2.117
met5,0,0
met4,278,1.389
Power is estimated from default activity; no workload was simulated.
